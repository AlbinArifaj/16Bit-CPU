--- flow/design.v ---
module ALU16(
    input [15:0] A,
    input [15:0] B,
    input BNegate,
  	input [2:0] ALUOp,
    output Zero,
    output Overflow,
  	output [15:0] Result,
    output CarryOut
    );
   wire [14:0] COUT;
    ALU_1b ALU0(A[0], B[0], BNegate,  BNegate, Result[15], ALUOp, Result[0], COUT[0]);
    ALU_1b ALU1(A[1], B[1], COUT[0],  BNegate, 0, ALUOp, Result[1], COUT[1]);
    ALU_1b ALU2(A[2], B[2], COUT[1],  BNegate, 0, ALUOp, Result[2], COUT[2]);
    ALU_1b ALU3(A[3], B[3], COUT[2],  BNegate, 0, ALUOp, Result[3], COUT[3]);
    ALU_1b ALU4(A[4], B[4], COUT[3],  BNegate, 0, ALUOp, Result[4], COUT[4]);
    ALU_1b ALU5(A[5], B[5], COUT[4],  BNegate, 0, ALUOp, Result[5], COUT[5]);
    ALU_1b ALU6(A[6], B[6], COUT[5],  BNegate, 0, ALUOp, Result[6], COUT[6]);
    ALU_1b ALU7(A[7], B[7], COUT[6], BNegate, 0, ALUOp, Result[7], COUT[7]);
    ALU_1b ALU8(A[8], B[8], COUT[7],  BNegate, 0, ALUOp, Result[8], COUT[8]);
    ALU_1b ALU9(A[9], B[9], COUT[8],  BNegate, 0, ALUOp, Result[9], COUT[9]);
    ALU_1b ALU10(A[10], B[10], COUT[9], BNegate, 0, ALUOp, Result[10], COUT[10]);
    ALU_1b ALU11(A[11], B[11], COUT[10],  BNegate, 0, ALUOp, Result[11], COUT[11]);
    ALU_1b ALU12(A[12], B[12], COUT[11],  BNegate, 0, ALUOp, Result[12], COUT[12]);
    ALU_1b ALU13(A[13], B[13], COUT[12],  BNegate, 0, ALUOp, Result[13], COUT[13]);
    ALU_1b ALU14(A[14], B[14], COUT[13],  BNegate, 0, ALUOp, Result[14], COUT[14]);
    ALU_1b ALU15(A[15], B[15], COUT[14], BNegate, 0, ALUOp, Result[15], CarryOut);
assign Zero = ~(Result[0] | Result[1] | 
                Result[2] | Result[3] | 
                Result[4] | Result[5] | 
                Result[6] | Result[7] | 
                Result[8] | Result[9] | 
                Result[10] | Result[11] | 
                Result[12] | Result[13] | 
                Result[14] | Result[15]); 
    assign Overflow = COUT[14] ^ CarryOut;
endmodule
module ALU_1b(
    input A,
    input B,
    input CIN,
    input BInvert,
    input LESS,
    input [2:0] ALUCtrl,
    output [15:0]REZ,
    output COUT
    );
    wire notB, mB, teli_DHE, teli_OSE, teli_MBL, teli_XOR, teli_Not_Used;
    assign notB = ~B;
    mux2ne1 m2(B, notB, BInvert, mB);
    assign teli_DHE = A & mB;
    assign teli_OSE = A | mB;
     assign teli_XOR = A ^ mB;
  mbledhesi_1b mbledhesi(A, mB, CIN, COUT, teli_MBL);
  mux6ne1 muxi(teli_DHE, teli_OSE, teli_MBL, teli_XOR, teli_Not_Used, LESS, ALUCtrl, REZ);
endmodule
module mbledhesi_1b(
    input A,
    input B,
    input CIN,
    output COUT,
    output SHUMA
    );
    assign SHUMA = A ^ B ^CIN ;
    assign COUT = CIN & A | CIN & B | A & B;
endmodule
module mux2ne1(
    input Hyrja0,
    input Hyrja1,
    input S,
    output Dalja
    );
    assign Dalja = S ? Hyrja1 : Hyrja0;
endmodule
module muxOperation(
    input[15:0] Hyrja0,  
    input[15:0] Hyrja1,  
    input[15:0] Hyrja2,  
    input[15:0] Hyrja3,  
    input[2:0] S,
    output[15:0] Dalja
    );
assign Dalja = S[2] ? (S[1] ? (S[0] ? Hyrja3 : Hyrja2) : (S[0] ? Hyrja0 : Hyrja0)) :
                       (S[1] ? (S[0] ? Hyrja0 : Hyrja0) : (S[0] ? Hyrja1 : Hyrja0));  
endmodule
module mux6ne1(
    input Hyrja0,
    input Hyrja1,
    input Hyrja2,
    input Hyrja3,
    input Hyrja4,
    input Hyrja5,
    input [2:0] S,
    output[15:0]Dalja
 );
begin 
    assign Dalja = S[2] ? (S[1] ? (S[0] ? Hyrja4 : Hyrja5) : (S[0] ? Hyrja2 : Hyrja2)) : (S[1] ? (S[0] ? Hyrja3 : Hyrja1): (S[0] ? Hyrja2: Hyrja0));
end  
endmodule
module operationAlu(
    input [15:0] A,
    input [15:0] B,
    input BNegate,
    input [2:0] ALUOp,
    input [3:0]shamt,
    output Zero,
    output Overflow,
    output [15:0] REZ,
    output CarryOut
    );
    wire[15:0] operationrez;
    wire[15:0] sltii;
    wire[15:0] slll;
    wire[15:0] sraa;
     ALU16 alu(A, B,BNegate, ALUOp, Zero, Overflow, operationrez, CarryOut);
     SLTI slti(A, B, sltii);
     sll sll1(A, shamt, slll);
     sra sra1(A, shamt, sraa);
    muxOperation mux(operationrez, sltii, slll,sraa, ALUOp, REZ);
endmodule
module sll(
    input [15:0] data_in,
    input [3:0] shamt,  
    output reg [15:0] data_out
);
always @(*) begin
    case(shamt)
        4'b0000: data_out = data_in;
        4'b0001: data_out = data_in << 1;
        4'b0010: data_out = data_in << 2;
        4'b0011: data_out = data_in << 3;
        4'b0100: data_out = data_in << 4;
        4'b0101: data_out = data_in << 5;
        4'b0110: data_out = data_in << 6;
        4'b0111: data_out = data_in << 7;
        4'b1000: data_out = data_in << 8;
        4'b1001: data_out = data_in << 9;
        4'b1010: data_out = data_in << 10;
        4'b1011: data_out = data_in << 11;
        4'b1100: data_out = data_in << 12;
        4'b1101: data_out = data_in << 13;
        4'b1110: data_out = data_in << 14;
        4'b1111: data_out = data_in << 15;
        default: data_out = 16'b0;
    endcase
end
endmodule
module SLTI(
    input[15:0] RS,  
    input[15:0] Immediate,  
    output[15:0] rt  
    );
wire lsb;
assign lsb = (RS    < Immediate) ? 1 : 0;
assign rt = {15'b0, lsb};
endmodule
module sra(
    input [15:0] data_in,    
    input [3:0] shift_amt,   
    output reg [15:0] data_out  
);
always @(*) begin
    case(shift_amt)
        4'b0000: data_out = data_in;
        4'b0001: data_out = data_in >> 1;
        4'b0010: data_out = data_in >> 2;
        4'b0011: data_out = data_in >> 3;
        4'b0100: data_out = data_in >> 4;
        4'b0101: data_out = data_in >> 5;
        4'b0110: data_out = data_in >> 6;
        4'b0111: data_out = data_in >> 7;
        4'b1000: data_out = data_in >> 8;
        4'b1001: data_out = data_in >> 9;
        4'b1010: data_out = data_in >> 10;
        4'b1011: data_out = data_in >> 11;
        4'b1100: data_out = data_in >> 12;
        4'b1101: data_out = data_in >> 13;
        4'b1110: data_out = data_in >> 14;
        4'b1111: data_out = data_in >> 15;
        default: data_out = 16'b0;
    endcase
end
endmodule
--- flow/run.sh ---
#!/bin/bash
# OpenROAD 26Q1-2900-gdf79404cd8, Yosys 0.63+post, stock flow scripts
make -C /OpenROAD-flow-scripts/flow DESIGN_CONFIG=/design/flow/config.mk WORK_HOME=/design/flow/orfs finish
--- flow/config.mk ---
export PLATFORM = sky130hd
export DESIGN_NAME = operationAlu
export DESIGN_NICKNAME = operationAlu
export VERILOG_FILES = /design/flow/design.v
export SDC_FILE = /design/flow/constraint.sdc
export NUM_CORES = 4
export LEC_CHECK = 1
export CORE_UTILIZATION = 50
--- flow/constraint.sdc ---
current_design operationAlu

set clk_period 8.3
set clk_io_pct 0.2

create_clock -name clk0 -period $clk_period

set non_clock_inputs [all_inputs -no_clocks]
set_input_delay [expr $clk_period * $clk_io_pct] -clock clk0 $non_clock_inputs
set_output_delay [expr $clk_period * $clk_io_pct] -clock clk0 [all_outputs]
==> out/metrics.cfg <==
[outcome]
status=complete, but fails checks
violations=setup timing

[final_timing]
tightest_slew_ns=0.867
setup-tns-final_ns=-6.52
slew_viol_final=0
rsz0062_at_grt=true
whs_ns=4.01
final.min_clock_period_ns=9.80
fmax_mhz=102
hold_violations=0
postLayoutSetupSlackWorst_ns=-1.50
final.period_utilization=1.18
setup_viol=8
max_slew_margin=0.421

[die]
dieArea_mm2=0.00973
die_x_um=98.7
io-pin-count=59
num_rows=34
core_area_mm2=0.00889
fp_util=0.525
chipHeight_um=98.7

[synth]
syn_avg_cell_area_um2=6.97
syn-cell-area_mm2=0.00467
area_leaders=ha_1 13%, fa_1 6.4%, inv_1 4.9%
synth_area_leader_cell=ha_1
synthAdderAreaFrac=0.193
ys.warnings.count=49
simple_gate_area_frac=0.217
ys_cells=670
yosysUniqueCellTypes=80
synthCells=670
yosysChipArea_mm2=0.00467
synthMuxAreaShare=0.0570
xor_share=0.0319
aoi_share=0.374
top_area_frac=0.129
ys_seq_share=0
topCombFamilyByArea=AND-OR/OR-AND gates

[placed_design]
gp_congestion=1.05
dp_cells=809
dp_hpwl_um=14800
io_buffers=59
dpl-instance-area_mm2=0.00537

[route]
drc=0
drtAntennaViolNets=0
finalWirelength_um=20300
vias=5807
drtIter0Drc=753
wire_per_inst_um=24.9
dr.pass1.iters=5
via_per_inst=7.11

[critical_path]
cp_max_fo=2
startpoint_type=input port
crit_required_ns=6.64
path_class=input port to output port
worst_ep_arrival_time_ns=8.14
critPathCaptureType=output port

[cells_and_area]
instances_no_fill=817
clockBufferCount=0
fin_util=0.617
final_common_cell=nand2_1
seq_cell_count=0
final_area_mm2=0.00549
drive_above_1_share=0.174
syn_to_final_growth_pct=17.5
final_cell_mix=55 x nand2_1, 52 x inv_1, 48 x ha_1
seq_area_um2=0
fillers=754

[min_path]
hold_end=REZ[13]
hold_start=shamt[3]
min_path_cells=4
min_path_type=input port to output port

[run]
tool_warnings=53
maxCapViolCount=0

[clocking]
postCtsHoldBufs=0

[pwr]
peakVddDrop_v=0.0000527
p_leak_uw=0.00232
power_density_mw_per_mm2=75.7

[grt]
antenna_found_initial=1
grt_pass1_vias=5367
grt_pass1_wl_um=31200
grt_usage=0.423
grt_max_degree=47
grt_overflow_total=0

==> cell families after synthesis <==
| kind of cell | Yosys count |
|---|---|
| compound gates | 240 |
| mux | 24 |
| xor+xnor | 17 |
| buf+inv | 133 |
| fa+ha+maj | 63 |
| simple gates | 193 |
==> per-layer routing <==
layer	up-vias	wire (um)	track usage
met4	0	1030	0.170
met1	2682	8150	0.603
met3	77	2890	0.126
met5	-	0	0
met2	479	8270	0.604
li1	2569	-	-
==> worst max path at each step <==
stage,start,to,slack (ns),cells past startpoint
CTS,B[1],Zero,-1.78,26
global route,B[1],Zero,-1.73,26
finish,B[1],Zero,-1.50,26
==> critical path, stage by stage <==
cell and delay, ns:
buf_6 0.10, xor2_2 0.18, inv_2 0.07, fa_2 0.20, inv_2 0.04, fa_2 0.35
fa_2 0.38, fa_2 0.40, fa_2 0.37, fa_2 0.37, fa_2 0.37, fa_2 0.37
fa_2 0.37, fa_2 0.37, fa_2 0.37, inv_2 0.07, fa_2 0.20, fa_2 0.21
inv_2 0.04, fa_2 0.42, nand4bb_4 0.21, nor4_2 0.14, a41oi_1 0.15, o21a_1 0.23
a2111oi_4 0.34, buf_2 0.15
==> stage by stage <==
step / worst slack, ns / total power, uW
finish: -1.50 / 415
detailed placement: -2.33 / 375
CTS: -1.78 / 387
global route: -1.73 / 443
global placement: -2.25 / 373
floorplan: -1.08 / 225
==> cell type report <==
class	instances	area [um^2]	area share
tap	108	135	0.0246
multi-input combinational	537	4210	0.766
antenna	1	2.50	0.000456
timing repair buffer	108	906	0.165
inverter	63	239	0.0435
==> where the power goes <==
| group | switching (uW) | internal (uW) | total (uW) |
|---|---|---|---|
| clock | 0 | 0.0000551 | 0.0000551 |
| sequential | 0 | 0 | 0 |
| combinational | 232 | 184 | 415 |
| total | 232 | 184 | 415 |
==> cells in the mapped netlist, types with 7 or more instances <==
library cell and n:
a211oi_1 13, a21oi_1 32, a22oi_1 15, a2bb2oi_1 7
a31oi_1 11, a32oi_1 7, buf_2 29, clkbuf_1 30
fa_1 15, ha_1 48, inv_1 61, mux2i_1 18
nand2_1 55, nand2b_1 17, nand3b_1 7, nor2_1 37
nor2b_1 14, nor3_1 8, o211ai_1 9, o21ai_0 35
o221ai_1 8, o22ai_1 20, o31ai_1 7, o32ai_1 8
xor2_1 16
==> timing repair <==
action	4_1_cts	5_1_grt
cloned	0	0
setup endpoints to repair	10	10
endpoints found under the hold margin	0	0
pin swaps	30	27
gates resized	63	14
setup buffers	4	6
Power figures rest on the tool's default switching activity, not on a simulated workload.
