--- ./design.v ---
module RegisterFile(
input[1:0] RS,
input[1:0] RT,
input[1:0] RD,
input[15:0] WriteData,
input RegWrite,
input Clock,
output[15:0] ReadRS,
output[15:0] ReadRT
);
reg[15:0] Registers[3:0];
integer i;
initial
begin
    for(i = 0; i < 4; i = i + 1) begin
       Registers[i] = 16'd0; 
    end
end
always @ (posedge Clock)
begin
if(RegWrite) Registers[RD] <= WriteData;
end
assign ReadRS = Registers[RS];
assign ReadRT = Registers[RT];
endmodule
--- ./run.sh ---
#!/bin/bash
# OpenROAD 26Q1-2900-gdf79404cd8, Yosys 0.63+post, stock flow scripts
make -C /OpenROAD-flow-scripts/flow DESIGN_CONFIG=/design/flow/config.mk WORK_HOME=/design/flow/orfs finish
--- ./config.mk ---
export PLATFORM = sky130hd
export DESIGN_NAME = RegisterFile
export DESIGN_NICKNAME = RegisterFile
export VERILOG_FILES = /design/flow/design.v
export SDC_FILE = /design/flow/constraint.sdc
export NUM_CORES = 4
export LEC_CHECK = 1
export CORE_UTILIZATION = 50
--- ./constraint.sdc ---
current_design RegisterFile

set clk_period 3.2
set clk_io_pct 0.2

create_clock -name clk0 -period $clk_period [get_ports {Clock}]

set non_clock_inputs [all_inputs -no_clocks]
set_input_delay [expr $clk_period * $clk_io_pct] -clock clk0 $non_clock_inputs
set_output_delay [expr $clk_period * $clk_io_pct] -clock clk0 [all_outputs]
==> Changelog: implementation <==
### Metrics

* Status: completed
* Top-area cell share at 0.686
* Syn avg cell area at between 20 and 30 µm²
* CP max-delay cell: mux4_1
* Yosys Instances at approximately 110
* Die y size at 76.9 µm
* Die area at 5910 µm²
* Maximum vdd drop at 0.313 mV
* Post-layout period usage at 0.937
* DR pass1 iterations at 6
* Synth warnings at 1
* Mapped Area at 2800 µm²
* Buf/Inv on CP at 3
* Cts hold-fix bufs at 0
* Gpl congestion at 0.748
* CP delay by family, top: buffers and inverters
* Cells after Synth at 108
* Logic family by area: multiplexers
* Critical Path RT at 2.56 ns
* Post-layout min period at 3.00 ns
* Simple-gate area share of the yosys netlist at 0.0112
* Clock slew at reported path FFs at 0.06 ns
* Yosys xor share at 0
* AO/OA Area Share at 0
* Arr. time, crit path at 2.36 ns
* Switching share of power at 0.203
* TritonCTS Buffers at 9
* Net switching power at 0.000355 W
* Reg power frac at 0.563
* Clock root cell: clkbuf_8
* Postcts setup bufs at 0
* # rows at 26
* Clock Power Share at 0.313
* Max FFs per register at 64
* Critical path endpoint category: primary output
* FA/HA/MAJ Cells, Area Fraction at 0
* Place WS at 0.186 ns
* Synth mux share at 0.273
* Final Instance Area at 3610 µm²
* Worst hold path type: input pin to flip-flop
* Vias at 1,432
* Number of synthesized register bits at 64
* Peak fanout along the critical path at 16
* Vias in the first global route at roughly 1,600
* Core Area at between 5000 and 6000 µm²
* First-pass GRT wire length at roughly 7800 µm
* Cts repair resizes at 0
* Largest net degree at the start of global routing at 17
* WP depth at 4
* Fin. max-slew vios at 0
* Input/output buffers at 55
* Antenna viol nets, final at 0
* Crit path to: ReadRS[3]
* Leading registers by flop count: Registers (64)
* CTS tree: done
* Drt initial violations at 34
* N_diodes at 0
* CP Launch Point: RS[0]
* I/O pins at about 56
* Internal cell power at between 0.001 and 0.0015 W
* Ratio of cells with drive above 1 in the final layout at 0.246
* Critical Path Start Type: input pin
* Antenna violations before repair at 0
* Count of different cell masters after synthesis at 9
* Cell mode on critical path: clkdlybuf4s50_1
* Logic pwr share at 0.124
* Design Power at 0.00175 W
* H-tree levels at 3
* Filler instances at 333
* Yosys Chip Area at 2800 µm²
* Synthesis-to-finish area growth at 28.9%
* MaxCap Viol Count at 0
* Worst setup margin at 0.202 ns
* Pwr/cell area at 484 nW/µm²
* Leak pwr at approximately 1.2 nW
* # clock sinks at 64
* Clock buffer depth at 2
* Init Core Util at 0.535
* Placed Area at approximately 3400 µm²
* Final setup viols at 0
* Fmax at roughly 330 MHz
* Critical Path, Cell by Cell: clkdlybuf4s50_1 > buf_12 > mux4_1 > clkdlybuf4s50_1
* Leading area contributor after synthesis: edfxtp_1
* Post-synth area hogs: edfxtp_1 (69%), mux4_2 (16%), mux4_1 (11%)
* Tool Warnings at 26
* Most flops, register: Registers
* Post-synthesis sequential area ratio at 0.686
* Vias per std cell at 5.75
* Worst-Margin Slew at around 0.32 ns
* WS Path Type: input pin to primary output
* Die Wd at 76.9 µm
* Routed wire per std cell at 19.9 µm
* Total GRT Usage at 0.205
* RSZ-0062 raised after global routing: no
* Final hold violations at 0
* CP max stage delay at 0.59 ns
* Number of remaining DRC errors at 0
* Detailed Route WL at roughly 5000 µm
* Setup_tns at 0 ns
* Dpl hpwl at 3180 µm
* Grt ovf at 0
* Slew HR at 0.789
==> kinds of logic (layout without fill, tap and decap cells) <==
group | Yosys count | in the layout
multiplexers | 32 | 32
flip-flops | 64 | 64
AND/OR/NAND/NOR | 4 | 4
buffers and inverters | 8 | 79
==> layout by cell type, fill, tap and decap left out, drive strengths merged <==
master         instances
and3                   1
and3b                  2
buf                    8
clkbuf                 9
clkdlybuf4s50         55
clkinv                 5
clkinvlp               2
edfxtp                64
mux4                  32
nor3b                  1
==> cells in the mapped netlist, drive strengths merged <==
| cell type | instances |
|---|---|
| edfxtp | 64 |
| mux4 | 32 |
| buf | 8 |
| and3b | 2 |
| and3 | 1 |
| nor3b | 1 |
==> cell type report <==
| cell class | instances | area [µm²] | area share |
|---|---|---|---|
| well taps | 70 | 87.6 | 0.0243 |
| multi-input cells | 36 | 802 | 0.222 |
| clock inverters | 7 | 38.8 | 0.0107 |
| repair buffers | 63 | 636 | 0.176 |
| clock buffers | 9 | 124 | 0.0343 |
| flip-flops and latches | 64 | 1920 | 0.532 |
==> power by group through the flow <==
stage	combinational [W]	clock, W	sequential, W
6_report	0.000217	0.000547	0.000984
5_1_grt	0.000233	0.000598	0.000988
4_1_cts	0.000221	0.000570	0.000984
==> how the worst min path moves through the flow <==
| stage | from | end | slack (ns) | cells after the start |
|---|---|---|---|---|
| 6_report | WriteData[11] | Registers[2][11] | 0.94 | 1 |
| 5_1_grt | WriteData[11] | Registers[0][11] | 0.94 | 1 |
| 4_1_cts | WriteData[11] | Registers[2][11] | 0.92 | 1 |
==> layer usage <==
metal,track usage,vias to the layer above,part of all wire
li1,-,630,-
met1,0.303,718,0.35
met2,0.319,78,0.53
met3,0.100,6,0.10
met4,0.0385,0,0.015
met5,0,-,0
==> stage by stage <==
step / std cells / utilization / hold WS [ns]
floorplan: 108 / - / 0.739
global placement: 233 / 0.658 / 1.26
detailed placement: 233 / 0.658 / 1.27
CTS: 249 / 0.689 / 0.920
global route: 249 / 0.689 / 0.944
finish: 249 / 0.689 / 0.942
Power is estimated from default activity; no workload was simulated.
